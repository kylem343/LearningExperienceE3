[flow/design.v]
module ssd3(in, out);
	input  [3:0] in;
	output [6:0] out;
	wire [6:0] result;
	assign result[0] = ((~in[3] & ~in[0]) | (in[2] & ~in[1]) | (in[3] & ~in[1] & in[0]) | (in[1] & ~in[0]));
	assign result[1] = ((~in[3] & ~in[1]) | (in[1] & ~in[0]) | (~in[2] & ~in[1] & in[0]));
	assign result[2] = ((~in[2] & in[0]) | (~in[1] & in[0]) | (in[3] & ~in[0]));
	assign result[3] = ((~in[3] & ~in[2]) | (~in[3] & in[1]) | (~in[1] & ~in[0]) | (in[3] & in[2] & ~in[1]) | (in[2] & ~in[0]));
	assign result[4] = ((~in[2] & in[0]) | (~in[1] & in[0]) | (in[3] & ~in[0]));
	assign result[5] = ((~in[3] & ~in[1]) | (in[1] & ~in[0]) | (~in[2] & ~in[1] & in[0]));
	assign result[6] = ((~in[3] & ~in[1] & in[0]) | (in[3] & ~in[2]) | (in[3] & ~in[1] & ~in[0]));
	assign out = result;
endmodule
[flow/run.sh]
#!/bin/bash
# OpenROAD 26Q1-2900-gdf79404cd8, Yosys 0.63+post, stock flow scripts
make -C /OpenROAD-flow-scripts/flow DESIGN_CONFIG=/design/flow/config.mk WORK_HOME=/design/flow/orfs finish
[flow/config.mk]
export PLATFORM = sky130hd
export DESIGN_NAME = ssd3
export DESIGN_NICKNAME = ssd3
export VERILOG_FILES = /design/flow/design.v
export SDC_FILE = /design/flow/constraint.sdc
export NUM_CORES = 4
export LEC_CHECK = 1
export CORE_AREA = 10 10 70 70
export DIE_AREA = 0 0 80 80
[flow/constraint.sdc]
current_design ssd3

set clk_period 1.6
set clk_io_pct 0.2

create_clock -name clk0 -period $clk_period

set non_clock_inputs [all_inputs -no_clocks]
set_input_delay [expr $clk_period * $clk_io_pct] -clock clk0 $non_clock_inputs
set_output_delay [expr $clk_period * $clk_io_pct] -clock clk0 [all_outputs]
==> notes.md <==
## Synthesis
- Yosys cell types: 13
- ys cells: 16
- Syn Inst Count: 16
- Simple-Gate Fraction of Synth Area: 13.3%
- Post-Synth XOR/XNOR Area: 0%
- area of the mapped netlist: 104 sq um
- summed standard-cell area reported by yosys: 104 sq um
- share of synthesized area occupied by flip-flops and latches: 0%
- aoi share: 43.4%
- mux contribution to synthesized area: 10.8%
- adder and majority cell fraction of the synthesized area: 10.8%
- number of synthesis warnings: 0
- largest combinational cell category by area: AND-OR/OR-AND gates
- average size of a mapped cell: 6.49 sq um

## Global routing
- largest net degree at the start of global routing: 9
- antenna violations before repair: 0
- first-pass GRT wire length: 786 um
- number of global-route vias before repair: 162
- Remaining Overflow, GRT: 0
- GRT Resource Usage Total: 1.48%

## Cells and area
- count of clock-net buffers in the final layout: 0
- Flop area: 0 sq um
- most frequently placed logic cells in the final layout: 7 x sky130_fd_sc_hd__dlygate4sd2_1, 4 x sky130_fd_sc_hd__buf_4, 3 x sky130_fd_sc_hd__buf_2, 2 x sky130_fd_sc_hd__inv_2, 2 x sky130_fd_sc_hd__nor2_1
- cell area after layout: 293 sq um
- area growth from synthesis to final layout: 182%
- most common library cell in the layout ignoring fill and taps: sky130_fd_sc_hd__dlygate4sd2_1
- number of flip-flops and latches: 0
- fraction of layout instances using a drive strength above 1: 58.6%
- filler-free cell count of the finished design: 75
- core occupancy in the finished layout: 8.57%

## Worst setup path
- kind of launch point of the worst setup path: input pin
- signal arrival time at the worst endpoint: 1.21 ns
- Critical Path Sink Type: output port
- critical path peak fanout: 3
- WS Path Type: input pin to output port
- Data required, critical path: 1.28 ns

## STA
- final hold violation count: 0
- final-layout setup total negative slack: 0 ns
- relative slew slack: 83.7%
- final count of negative-setup-slack endpoints: 0
- final number of max-transition violations: 0
- final cycle utilization of the critical path: 95.5%
- unrepaired setup endpoints after global routing: no
- Tightest Pin Transition: 0.242 ns
- final worst setup slack: 0.0713 ns
- timing-limited maximum frequency: 0.654 GHz
- Min Clock Period, post-route: 1.53 ns

## Drt
- first-pass iteration count of the detailed router: 2
- total wirelength of the detailed-routed design: 531 um
- per-cell routed wire length: 7.08 um
- ratio of routed vias to standard cells: 2.27
- remaining antenna violation count after routing: 0
- starting DRC count in detailed routing: 1
- total number of vias: 170
- total DRC errors in the routed layout: 0
- Ant. Diodes: 0

## Floorplanning
- standard-cell row count: 21
- Chip Height: 80 um
- Core Area: 0.00342 sq mm
- Chip Footprint: 0.00640 sq mm
- width of the die: 80 um
- Pre-Place Util: 3.04%
- number of top-level design ports: 11

## Hold path
- terminating pin of the worst hold path: out[0]
- cell depth of the worst hold path: 3
- HP Start: in[0]
- classification of the worst-slack hold path: input pin to output port

## Flow run
- Max-cap violations: 0
- tally of OpenROAD warnings: 32

## CTS
- Post-CTS Repair Setup Buffers: 0
- post-cts hold-fix buffer tally: 0
- cells resized by post-CTS repair: 32

## Run status
- status: completed

## Placed design
- Routability Congestion: 0.751
- number of placed instances, taps included: 75
- placed inst area: 287 sq um
- worst slack after detailed placement: -0.536 ns
- number of port buffers: 11
- hpwl dp: 428 um

## Power
- power density normalized to cell area: 215 mW/mm^2
- Worst IR Drop VDD: 0.0276 mV
- reported leakage power: 0.107 nW

-- per-stage QoR --
step	hold slack [ns]	power, mW
final	1.09	0.0631
after global routing	1.13	0.0705
after CTS	1.12	0.0649
after detailed placement	1.74	0.0690
after global placement	1.72	0.0682
after floorplan	0.662	0.0188
-- power breakdown --
part,total (mW),internal [mW],leakage [nW],switching [mW]
Clock,0,0,0,0
Sequential,0,0,0,0
Combinational,0.0631,0.0368,0.107,0.0263
-- routing by layer --
layer  GRT usage, %  vias up  routed length, um
met5              0        -                  0
met4              0        0                  0
met3          0.682        0                 93
met2           2.41        9                187
met1           1.85       76                250
li1               -       85                  -
-- cells in the mapped netlist --
library cell	count	share of area (%)
sky130_fd_sc_hd__o31ai_1	1	7.2
sky130_fd_sc_hd__inv_2	1	3.6
sky130_fd_sc_hd__o21ai_0	2	9.6
sky130_fd_sc_hd__maj3_2	1	11
sky130_fd_sc_hd__nor2_1	2	7.2
sky130_fd_sc_hd__mux2_2	1	11
sky130_fd_sc_hd__a32oi_1	1	8.4
sky130_fd_sc_hd__nor4_1	1	6.0
sky130_fd_sc_hd__inv_1	1	3.6
sky130_fd_sc_hd__a31oi_1	1	6.0
sky130_fd_sc_hd__o21bai_1	1	7.2
sky130_fd_sc_hd__buf_4	2	14
sky130_fd_sc_hd__a21oi_1	1	4.8
-- logic make-up after synthesis --
logic type | Yosys count
AOI/OAI and AO/OA | 7
adders and majority gates | 1
buffers and inverters | 4
muxes | 1
and+or+nand+nor | 3
-- critical path, stage by stage --
cell	delay, ns
sky130_fd_sc_hd__clkdlybuf4s15_2	0.19
sky130_fd_sc_hd__buf_4	0.12
sky130_fd_sc_hd__o21ai_2	0.05
sky130_fd_sc_hd__mux2_4	0.28
sky130_fd_sc_hd__dlygate4sd2_1	0.24
-- layout make-up --
type	count	area, sq um
well taps	46	57.6
fillers	407	3120
inverters	2	7.51
multi-input cells	12	110
repair buffers	15	118
-- worst max path at each step --
stage,start,endpoint
CTS,in[2],out[1]
global route,in[2],out[1]
finish,in[2],out[1]
No activity file was given, so power comes from the tool's default toggle rates.
