--- flow/design.v ---
module ssd2(in, out);
	input  [3:0] in;
	output [6:0] out;
	wire [6:0] result;
	assign result[0] = ((in[2] & ~in[1]) | (in[2] & ~in[0]) | (~in[1] & ~in[0]) | (in[3] & ~in[2] & in[0]));
	assign result[1] = ((~in[3] & ~in[0]) | (in[2] & in[1] & ~in[0]) | (~in[3] & ~in[2] & in[1]) | (~in[3] & in[2] & ~in[1]) | (in[3] & ~in[1] & in[0]));
	assign result[2] = ((in[3] & ~in[1]) | (~in[3] & in[0]));
	assign result[3] = ((~in[3] & ~in[2]) | (~in[1] & ~in[0]) | (in[3] & in[2]) | (~in[3] & in[1]));
	assign result[4] = ((in[3] & ~in[1]) | (~in[3] & in[0]));
	assign result[5] = ((~in[3] & ~in[0]) | (in[2] & in[1] & ~in[0]) | (~in[3] & ~in[2] & in[1]) | (~in[3] & in[2] & ~in[1]) | (in[3] & ~in[1] & in[0]));
	assign result[6] = ((~in[3] & ~in[1]) | (~in[2] & ~in[1]) | (~in[3] & ~in[2]));
	assign out = result;
endmodule
--- flow/run.sh ---
#!/bin/bash
# OpenROAD 26Q1-2900-gdf79404cd8, Yosys 0.63+post, stock flow scripts
make -C /OpenROAD-flow-scripts/flow DESIGN_CONFIG=/design/flow/config.mk WORK_HOME=/design/flow/orfs finish
--- flow/config.mk ---
export PLATFORM = sky130hd
export DESIGN_NAME = ssd2
export DESIGN_NICKNAME = ssd2
export VERILOG_FILES = /design/flow/design.v
export SDC_FILE = /design/flow/constraint.sdc
export NUM_CORES = 4
export LEC_CHECK = 1
export CORE_AREA = 10 10 70 70
export DIE_AREA = 0 0 80 80
--- flow/constraint.sdc ---
current_design ssd2

set clk_period 1.2
set clk_io_pct 0.2

create_clock -name clk0 -period $clk_period

set non_clock_inputs [all_inputs -no_clocks]
set_input_delay [expr $clk_period * $clk_io_pct] -clock clk0 $non_clock_inputs
set_output_delay [expr $clk_period * $clk_io_pct] -clock clk0 [all_outputs]
==> results.ini <==
[outcome]
status = finished with violations
failed_checks = setup timing

[die]
die_x_um = 80
rows = 21
io_pins = 11
dieHeight_um = 80
fp-utilization_pct = 3.92
core_area_um2 = 3420
die_area_um2 = 6400

[drt]
num_vias = 205
wl_um = 638
detail-route-antenna-nets = 0
drc_errors = 0
vias_per_cell = 2.56
detail_route.wl_per_cell_um = 7.98
diodes = 0
dr.pass1.iters = 2
drtIter0Drc = 15

[worst_setup_path]
path_max_fanout = 6
crit_chain = buf_6 > buf_6 > nor2b_4 > buf_6 > o31ai_2 > buf_2
slowest_stage = o31ai_2
cp.arrival_ns = 0.97
slowest_delay_ns = 0.15
critPathMostFrequentCell = buf_6
critPathTopFamily = buffers and inverters
worstSetupStartpointType = primary input
path_buffers = 4
critPathCaptureType = output port
critical_path_class = in2out
required_ns = 0.96

[min_path]
holdPathStages = 4
min_to = out[6]
min_from = in[1]
hold_path_class = in2out

[finish]
clock_buffers = 0
regArea_um2 = 0
final_cell_mix = buf_6 (8), buf_2 (6), nor2b_1 (2), clkbuf_2 (2)
drive_above_1_share_pct = 85.3
ff_count = 0
fin_area_um2 = 383
mostFrequentLayoutCell = buf_6
syn2layout_area_growth_pct = 186

[logic_synthesis]
synth-seq-area-share_pct = 0
yosysTopAreaCellShare_pct = 14.0
syn_area_um2 = 134
yosys_cells = 19
ys_area_um2 = 134
synth.distinct_cells = 15
top_area_cell = nor2b_1
yosysWarnings = 0
syn-instance-count = 19
avgSynthCellArea_um2 = 7.05
area_leaders = nor2b_1 (14%), buf_4 (11%), a21bo_2 (7.5%), o21ai_0 (7.5%), a21o_2 (6.5%)

[global_routing]
grt.busiest_layer = met2
use_met3_pct = 0.568
grt_max_degree = 7
antenna_found_initial = 0
met2_usage_pct = 3.05
first_global_vias = 202
overflow = 0
grtUsageTotal_pct = 1.92
grt_pass1_wl_mm = 1.04
met1_usage_pct = 2.64

[pwr]
netSwitchingFraction_pct = 36.9
combPwrFrac_pct = 100.0
peakVddDrop_mv = 0.0361
pwr_density_cell_nw_per_um2 = 309
intPower_mw = 0.0747
clkPwrFrac_pct = 0
p_switching_mw = 0.0436
leakagePower_nw = 0.164
power.share.sequential_pct = 0
power_mw = 0.118

[timing]
slew_headroom_pct = 82.8
rsz0062_at_grt = yes
max_slew.worst_pin.slew_ns = 0.257
min_period_ns = 1.21
min_period_over_period_pct = 101
timing.fmax_ghz = 0.829
finalWorstSetupSlack_ns = -0.00686
drv_slew = 0
setup_viol = 1
finalHoldViolCount = 0

[placement]
pre_cts_ws_ns = -0.869
post-dp-hpwl_um = 457
gp_congestion = 0.767
placed_cell_area_um2 = 319
io_buffers = 11

[flow_run]
tool_warnings = 34
cap_violations = 0

[clock_tree]
hold_buffers = 0

## metal layers
metal  vias to the layer above  share of wire, %
met4                         0                 0
met5                         -                 0
met3                         0               9.1
li1                        101                 -
met1                        96                47
met2                         8                44
## power by group through the flow
stage     sequential (mW)  clock [mW]  combinational [mW]
4_1_cts                 0           0               0.122
5_1_grt                 0           0               0.131
6_report                0           0               0.118
## cells in the mapped netlist
library cell / number
a21o_2: 1
a21bo_2: 1
buf_2: 1
a2bb2oi_1: 1
buf_4: 2
and3b_1: 1
a21o_1: 1
nor3b_1: 1
and3_2: 1
o21ai_0: 2
nor2b_1: 3
nor4_1: 1
o31ai_1: 1
nor4b_1: 1
inv_1: 1
## timing repair
item	4_1_cts	5_1_grt
gates resized	58	3
pin swaps	5	4
buffers inserted	2	0
endpoints found under the setup margin	7	6
## cell families (layout without fill, tap and decap cells)
group	Yosys count	after routing	share of synthesized area [%]
AND-OR/OR-AND	7	7	39.3
buffers and inverters	4	19	17.7
AND/OR/NAND/NOR	8	8	43.0
## per-stage QoR
| stage | hold WS, ns | util (%) | TNS, ns | cells |
|---|---|---|---|---|
| 3_5_place_dp | 1.59 | 9.34 | -5.46 | 78 |
| 2_1_floorplan | 0.506 | - | 0 | 19 |
| 3_3_place_gp | 1.58 | 9.34 | -5.41 | 78 |
| 5_1_grt | 0.894 | 11.2 | -0.196 | 80 |
| 6_report | 0.869 | 11.2 | -0.00686 | 80 |
| 4_1_cts | 0.876 | 11.4 | -0.0452 | 80 |
## how the worst max path moves through the flow
stage     start      to  slack [ns]  cells past startpoint
5_1_grt   in[1]  out[1]       -0.06                      5
4_1_cts   in[0]  out[0]       -0.01                      6
6_report  in[0]  out[0]      -0.007                      6
## cell type report
cell class                      count  area (um^2)
Inverter                            1         3.75
Timing Repair Buffer               18          153
Multi-Input combinational cell     15          169
Fill cell                         399         3030
Tap cell                           46         57.6
Power figures rest on the tool's default switching activity, not on a simulated workload.
