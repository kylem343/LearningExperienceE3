==> /design/flow/design.v <==
module ssd1(in, out);
	input  [3:0] in;
	output [6:0] out;
	wire [6:0] result;
	assign result[0] = ((~in[2] & ~in[1]) | (in[3] & ~in[1]) | (in[2] & ~in[0]));
	assign result[1] = ((~in[3] & ~in[0]) | (~in[3] & in[2] & in[1]) | (in[2] & ~in[0]) | (in[3] & ~in[1] & in[0]));
	assign result[2] = ((~in[2] & in[0]) | (in[1] & in[0]) | (in[3] & ~in[1] & ~in[0]));
	assign result[3] = ((~in[3] & ~in[2] & in[0]) | in[1] | (in[3] & ~in[0]) | (in[3] & in[2]));
	assign result[4] = ((~in[2] & in[0]) | (in[1] & in[0]) | (in[3] & ~in[1] & ~in[0]));
	assign result[5] = ((~in[3] & ~in[0]) | (~in[3] & in[2] & in[1]) | (in[2] & ~in[0]) | (in[3] & ~in[1] & in[0]));
	assign result[6] = ((~in[3] & in[1]) | (~in[2] & in[0]) | (in[2] & in[1] & ~in[0]) | (~in[3] & ~in[2]));
	assign out = result;
endmodule
==> /design/flow/run.sh <==
#!/bin/bash
# OpenROAD 26Q1-2900-gdf79404cd8, Yosys 0.63+post, stock flow scripts
make -C /OpenROAD-flow-scripts/flow DESIGN_CONFIG=/design/flow/config.mk WORK_HOME=/design/flow/orfs finish
==> /design/flow/config.mk <==
export PLATFORM = sky130hd
export DESIGN_NAME = ssd1
export DESIGN_NICKNAME = ssd1
export VERILOG_FILES = /design/flow/design.v
export SDC_FILE = /design/flow/constraint.sdc
export NUM_CORES = 4
export LEC_CHECK = 1
export CORE_AREA = 10 10 70 70
export DIE_AREA = 0 0 80 80
==> /design/flow/constraint.sdc <==
current_design ssd1

set clk_period 1.0
set clk_io_pct 0.2

create_clock -name clk0 -period $clk_period

set non_clock_inputs [all_inputs -no_clocks]
set_input_delay [expr $clk_period * $clk_io_pct] -clock clk0 $non_clock_inputs
set_output_delay [expr $clk_period * $clk_io_pct] -clock clk0 [all_outputs]
==> flow_summary.yaml <==
# implementation run metrics
logic_synthesis:
  avgSynthCellArea_um2: 5.86
  yosysWarnings: 0
  top_area_cell: "o21ai_1"
  yosysChipArea_um2: 111
  top_area_share_pct: 13.5
  synthesis.area_um2: 111
  ys_types: 14
  top_cell: "o21ai_1"
  yosysSeqAreaShare_pct: 0
  ys_cells: 19
  synthesis.instances: 19
  topCellsByArea: "o21ai_1 13%, buf_4 13%, o211ai_2 11%, o22a_1 7.9%, a21o_1 6.7%"
  common_cells: "3 x o21ai_1, 2 x buf_4, 2 x inv_1, 2 x nor2_1"
floorplanning:
  core_area_um2: 3420
  die_height_um: 80
  rows: 21
  io_pins: 11
  dieWidth_um: 80
  floorplanUtilization_pct: 3.26
  die-area_um2: 6400
final_layout:
  area_growth_pct: 185
  stdcell_count: 81
  flops: 0
  regArea_um2: 0
  drive_gt1_share_pct: 71.4
  fin_area_um2: 318
  clockBufferCount: 0
placement:
  dp.cells: 79
  dp_hpwl_um: 508
  portBuffers: 11
  gp_congestion: 0.786
  post-place-ws_ns: -0.907
  dpl_cell_area_um2: 302
sta:
  final_max_slew_viol_count: 0
  setup_violations: 0
  finalCritPeriodShare_pct: 98.2
  fmax_ghz: 1.02
  hold_viol_final: 0
  worst_slack_ns: 0.0185
  rsz0062_at_grt: "true"
  timing.hold.ws_ns: 0.665
  min_period_ns: 0.982
  slew-limit-headroom_pct: 84.7
  worst_pin_slew_ns: 0.228
power:
  power_density_nw_per_um2: 375
  p_leak_nw: 0.139
  irDropWorstVdd_mv: 0.0460
  power.total_mw: 0.119
run:
  drv_cap: 0
  warnings: 34
detailed_routing:
  drtIter0Drc: 4
  postRouteAntennaNets: 0
  dr.pass1.iters: 2
  vias_per_cell: 2.37
  drc: 0
  vias: 192
  antennaDiodeCount: 0
  wl_per_cell_um: 7.70
  drt-total-wl_um: 624
critical_path:
  slowest_delay_ns: 0.14
  slowest_stage: "a21o_1"
  worstPathRequired_ns: 0.80
  critPathArrivalTime_ns: 0.78
  end_kind: "primary output"
  worst-path-buf-inv: 3
  crit_chain: "buf_6 -> buf_4 -> a21o_1 -> o21ai_1 -> buf_2"
  path_class: "in -> out"
  cp_top_family: "buffers and inverters"
  critPathLaunchType: "primary input"
  crit_fanout: 4
outcome:
  status: "finished clean"
min_path:
  hold_class: "in -> out"
global_routing:
  grt_overflow_total: 0
  grt_util_met2_pct: 3.85
  grtUsageTotal_pct: 1.92
  grt_start_max_net_pins: 6
  grt.busiest_layer: "met2"
  grt_pass1_vias: 206
  grt_use_met3_pct: 0.568
  antenna_found_initial: 0
  grt_pass1_wl_mm: 1.02
  met1_usage_pct: 1.98
==> through the flow <==
stage | TNS, ns | utilization, %
after floorplan | 0 | -
after CTS | -0.000139 | 9.30
final | 0 | 9.30
after global routing | -0.0840 | 9.30
after global placement | -5.49 | 8.83
after detailed placement | -5.68 | 8.83
==> repair_timing <==
action                     4_1_cts  5_1_grt
pin swaps                        4        4
gates resized                   55        0
setup endpoints to repair        7        7
hold buffers                     0        0
buffers inserted                 2        0
==> cells in the final DEF (no fill, tap or decap), drive strengths merged <==
cell / count
nand2: 1
o21ai: 3
o22a: 1
a21oi: 1
inv: 3
buf: 18
a21o: 1
o211ai: 1
o22ai: 1
nor2b: 1
nand3b: 1
nand3: 1
nor2: 2
==> power breakdown <==
part           internal (mW)  switching, mW
clock network              0              0
registers                  0              0
logic                 0.0708         0.0483
==> layer usage <==
metal | vias to the layer above | part of all wire, %
li1 | 97 | -
met1 | 90 | 36
met2 | 5 | 54
met3 | 0 | 10
met4 | 0 | 0
met5 | - | 0
==> layout make-up <==
type / count / area [µm²]
fill: 401 / 3100
timing repair buffer: 18 / 138
multi-input combinational: 14 / 106
tap: 46 / 57.6
inverter: 3 / 16.3
==> cell families after synthesis <==
kind of cell | synth area share (%)
simple gates | 27.0
compound gates | 49.4
buf+inv | 23.6
==> worst paths after layout <==
| check | from | to | slack, ns | cells past startpoint |
|---|---|---|---|---|
| max | in[1] | out[0] | 0.02 | 5 |
| min | in[0] | out[0] | 0.66 | 3 |
No activity file was given, so power comes from the tool's default toggle rates.
